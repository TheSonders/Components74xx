## design/flow/design.v

```verilog
module HC4040CLK(
    input wire clk,
	input wire p10,p11,
	output wire p9,p7,p6,p5,p3,p2,p4,p13,p12,p14,p15,p1
);
reg [11:0] d=0;
reg prev_p10=0;
assign {p1,p15,p14,p12,p13,p4,p2,p3,p5,p6,p7,p9}= d;
always @(posedge clk or posedge p11) begin
    if (p11) d<=12'h000;
    else begin
        prev_p10<=p10;
        if (prev_p10 & ~p10) d<=d+12'h001;  
        end
end
endmodule
```

## design/flow/run.sh

```bash
#!/bin/bash
# OpenROAD 26Q1-2900-gdf79404cd8, Yosys 0.63+post, stock flow scripts
make -C /OpenROAD-flow-scripts/flow DESIGN_CONFIG=/design/flow/config.mk WORK_HOME=/design/flow/orfs finish
```

## design/flow/config.mk

```make
export PLATFORM = sky130hd
export DESIGN_NAME = HC4040CLK
export DESIGN_NICKNAME = HC4040CLK
export VERILOG_FILES = /design/flow/design.v
export SDC_FILE = /design/flow/constraint.sdc
export NUM_CORES = 4
export LEC_CHECK = 1
export CORE_AREA = 10 10 85 85
export DIE_AREA = 0 0 95 95
```

## design/flow/constraint.sdc

```tcl
current_design HC4040CLK

set clk_period 2.1
set clk_io_pct 0.2

create_clock -name clk0 -period $clk_period [get_ports {clk}]

set non_clock_inputs [all_inputs -no_clocks]
set_input_delay [expr $clk_period * $clk_io_pct] -clock clk0 $non_clock_inputs
set_output_delay [expr $clk_period * $clk_io_pct] -clock clk0 [all_outputs]
```

==> flow_metrics.tcl <==
# flow metrics
set metrics [dict create \
    yosys.cell_types.count 18 \
    synth.area.top_cells "sky130_fd_sc_hd__dfrtp_1, sky130_fd_sc_hd__xor2_1, sky130_fd_sc_hd__xnor2_1, sky130_fd_sc_hd__edfxtp_1, sky130_fd_sc_hd__nand2_1" \
    synth_area_leader_cell "sky130_fd_sc_hd__dfrtp_1" \
    irDropWorstVdd_mv 0.518 \
    holdPathStages 1 \
    grt_remaining_overflow 0 \
    antennaDiodeCount 0 \
    ctsHoldBuffers 0 \
    internal_power_mw 0.567 \
    drive_gt1_share_pct 11.6 \
    switching_power_summed_over_all_nets_mw 0.223 \
    timing.final.crit_period_ns 1.63 \
    root_buffer "sky130_fd_sc_hd__clkbuf_8" \
    yosysChipArea_um2 589 \
    area.sequential_um2 330 \
    r2r-start "d[0]" \
    fin_crit_sh_pct 77.7 \
    post-cts-setup-buffers 0 \
    power.density_cell_area_nw_per_um2 906 \
    crit_path_cell_trace "clkdlybuf4s50_1" \
    cp.required_ns 1.68 \
    critical-path-max-stage-delay_ns 0.51 \
    seq_power_share_pct 48.6 \
    cp_max_fo 5 \
    syn2layout_area_growth_pct 48.0 \
    r2r_worst_path_depth 4 \
    grt_first_pass_wirelength_um 2310 \
    cts-buffers-inserted 3 \
    clkLatencyLatePin_ns 0.24 \
    drt_drc_violations_left 0 \
    final-instance-count-excl-fill 141 \
    ys_warn_count 1 \
    drt-total-wl_um 1470 \
    hpwlAfterDp_um 1130 \
    critPathCaptureType "output pin" \
    critical_path_arrival_ns 1.21 \
    ys_seq_elements 13 \
    worstSetupPathType "reg2out" \
    grt_usage_pct 3.38 \
    log.warning_count 25 \
    drv.max_cap_violation_count 0 \
    syn-instance-count 50 \
    design.core.area_um2 5470 \
    fillers 625 \
    postRouteAntennaNets 0 \
    placed_cells 137 \
    initialDrtViolationCount 99 \
    lay_top_count "sky130_fd_sc_hd__clkdlybuf4s50_1" \
    grt_antenna_before_repair 0 \
    finalSetupTns_ns 0 \
    skew_ns 0.000462 \
    boundaryPins 15 \
    chip_area_um2 9030 \
    cts_buffer_depth 2 \
    grt_max_degree 13 \
    synth-cells-yosys 50 \
    worst_path_max_delay_cell "sky130_fd_sc_hd__clkdlybuf4s50_1" \
    timing.critical_path.from_type "register" \
    avgSynthCellArea_um2 11.8 \
    rsz0062_at_grt "false" \
    tritoncts "done" \
    clock.fmax_mhz 613 \
    clock_slew_at_the_register_clock_pins_of_the_worst_setup_and_hold_paths_ns 0.05 \
    viasPerCell 3.13 \
    report.final.hold_viol_count 0 \
    num_rows 27 \
    via_count 442 \
    synth_sequential_area_ratio_pct 56.1 \
    die-width_um 95 \
    synthDominantCellAreaShare_pct 51.0 \
    initCoreUtil_pct 10.8 \
    crit_start "d[2]" \
    area.combinational_um2 251 \
    cp_num_buf_inv 1 \
    grt_pass1_vias 413 \
    synth.cell_area_um2 589 \
    timing.hold.worst.class "reg2reg" \
    power.share.clock_pct 28.0 \
    most_used_cells_in_the_layout_excluding_fill_and_tap_cells "sky130_fd_sc_hd__clkdlybuf4s50_1, sky130_fd_sc_hd__dfrtp_1, sky130_fd_sc_hd__xor2_1, sky130_fd_sc_hd__nand2_1, sky130_fd_sc_hd__xnor2_1" \
    rd_place_congestion 0.783 \
    fin_worst_hold_slack_ns 0.463 \
    port_buffers 14 \
    die-height_um 95 \
    slew_violations 0 \
    timing.hold.worst.start "d[11]" \
    cts.sink_count 13 \
    worst-slew-pin-transition_ns 0.290 \
    cts_max_level 1 \
    static-leakage-power_nw 0.369 \
    outcome "completed" \
    switching_share_pct 28.2 \
    post_drt_wl_per_cell_um 10.4 \
    cts_resized 0 \
    critical-path-top-delay-family "buffers and inverters" \
    worst_slew_margin_rel_pct 80.5 \
    power.combinational.fraction_pct 23.4 \
    crit_cells 1 \
    timing.final.setup_violations 0 \
    detail_route.first_pass.iterations 4 \
]
-- worst reg2reg max path, stage by stage (launching register included) --
cell and delay, ns:
sky130_fd_sc_hd__dfrtp_1 0.42, sky130_fd_sc_hd__ha_1 0.23, sky130_fd_sc_hd__nand4b_2 0.17, sky130_fd_sc_hd__nor4_2 0.35
sky130_fd_sc_hd__xor2_1 0.17
-- flip-flops by register name (all words and copies together), names as in the netlist --
| signal | count |
|---|---|
| prev_p10 | 1 |
| d | 12 |
-- final cells by class --
class	count	area share (%)
clock buffers	4	5.16
inverters	2	0.861
multi-input cells	35	28.8
well taps	72	10.3
repair buffers	15	16.9
flip-flops and latches	13	37.9
-- cells by family after synthesis --
family                     count (synthesis)  share of synthesized area, %
DFF                                       13                          56.1
and+or+nand+nor                           23                          24.2
buffers and inverters                      2                          1.27
xor gates and xnor gates                  11                          16.3
adders and majority gates                  1                          2.12
-- through the flow --
stage               util, %  cell area (um2)  setup slack (ns)  power, mW
floorplan                 -              589             0.866      0.439
finish                 15.9              872             0.467      0.790
global placement       15.1              827             0.388      0.581
CTS                    15.9              872             0.448      0.805
detailed placement     15.1              827             0.369      0.577
global route           15.9              872             0.414      0.844
-- synthesized netlist by cell type --
cell,number
sky130_fd_sc_hd__dfrtp_1,12
sky130_fd_sc_hd__nand2_1,7
sky130_fd_sc_hd__xor2_1,7
sky130_fd_sc_hd__xnor2_1,4
sky130_fd_sc_hd__nor2_1,3
sky130_fd_sc_hd__inv_1,2
sky130_fd_sc_hd__nand4_1,2
sky130_fd_sc_hd__nor3_1,2
sky130_fd_sc_hd__nor4_2,2
sky130_fd_sc_hd__edfxtp_1,1
sky130_fd_sc_hd__ha_1,1
sky130_fd_sc_hd__nand2b_1,1
sky130_fd_sc_hd__nand3_1,1
sky130_fd_sc_hd__nand3_2,1
sky130_fd_sc_hd__nand4b_1,1
sky130_fd_sc_hd__nand4b_2,1
sky130_fd_sc_hd__nor2b_1,1
sky130_fd_sc_hd__nor4_1,1
-- routing by layer --
layer	vias up	GRT usage, %	share of wire (%)
met5	-	0	0
met4	0	0.249	0
met3	0	1.92	9.7
met2	19	3.72	34
met1	213	5.49	56
li1	210	-	-
-- power by group through the flow --
stage | registers, mW | clock network, mW | logic (mW)
after CTS | 0.385 | 0.227 | 0.192
after global routing | 0.393 | 0.241 | 0.209
final | 0.384 | 0.221 | 0.185
-- path summary, 6_finish.rpt --
check	end	slack (ns)
setup / recovery	p6	0.47
hold / removal	d[11]	0.46
setup reg to reg	d[10]	0.68
hold reg to reg	d[11]	0.46
max in group asynchronous	d[3]	1.37
min in group asynchronous	d[9]	0.57
Power figures rest on the tool's default switching activity, not on a simulated workload.
