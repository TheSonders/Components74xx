**./design.v**
```verilog
module HC4040(
	input wire p10,p11,
	output wire p9,p7,p6,p5,p3,p2,p4,p13,p12,p14,p15,p1
);
reg [11:0] d=0;
assign {p1,p15,p14,p12,p13,p4,p2,p3,p5,p6,p7,p9}= d;
always @(negedge p10 or posedge p11) begin
	if (p11) d<=12'h000;
	else d<=d+12'h001;
end
endmodule
```
**./config.mk**
```make
export PLATFORM = sky130hd
export DESIGN_NAME = HC4040
export DESIGN_NICKNAME = HC4040
export VERILOG_FILES = /design/flow/design.v
export SDC_FILE = /design/flow/constraint.sdc
export NUM_CORES = 4
export LEC_CHECK = 1
export CORE_AREA = 10 10 70 70
export DIE_AREA = 0 0 80 80
```
**./constraint.sdc**
```tcl
current_design HC4040

set clk_period 2.4
set clk_io_pct 0.2

create_clock -name clk0 -period $clk_period [get_ports {p10}]

set non_clock_inputs [all_inputs -no_clocks]
set_input_delay [expr $clk_period * $clk_io_pct] -clock clk0 $non_clock_inputs
set_output_delay [expr $clk_period * $clk_io_pct] -clock clk0 [all_outputs]
```
**./run.sh**
```bash
#!/bin/bash
# OpenROAD 26Q1-2900-gdf79404cd8, Yosys 0.63+post, stock flow scripts
make -C /OpenROAD-flow-scripts/flow DESIGN_CONFIG=/design/flow/config.mk WORK_HOME=/design/flow/orfs finish
```
==> flow_metrics.py <==
# Flow results
metrics = {
    "worst_setup_path": {
        "ff2ff_setup_slack_ns": 1.06,
        "crit_chain": "buf_2",
        "critPathLaunchType": "flop",
        "cp.depth": 1,
        "required_ns": 1.92,
        "r2r_start": "d[2]",
        "worstSetupEndpoint": "p12",
        "reg2reg_to": "d[11]",
        "cp-startpoint": "d[8]",
        "cp_slowest_cell": "dfrtn_1",
        "cp_data_arrival_time_ns": 1.98,
        "worstSetupEndpointType": "output pin",
        "max_stage_delay_ns": 0.41,
        "critPathTopFamily": "flip-flops",
        "critPathBufInv": 1,
        "path_max_fanout": 2,
        "reg2regPathDepth": 5,
        "critPathKind": "flop to output pin",
    },
    "global_routing": {
        "grt_usage_pct": 3.510,
        "grt_antenna_before_repair": 0,
        "grt_first_pass_wirelength_um": 1766,
        "overflow": 0,
        "grt_pass1_vias": 388,
        "grt_max_degree": 8,
    },
    "power": {
        "seqPwrFrac_pct": 55.6,
        "power.leakage_uw": 0.0004097,
        "swShare_pct": 18.18,
        "p_clk_share_pct": 42.2,
        "ir_worst_vdd_v": 0.0003785,
        "powerDensity_mw_per_mm2": 459.8,
        "p_sw_uw": 66.42,
        "intPower_uw": 298.9,
        "pwr-share-comb_pct": 2.2,
    },
    "clock_network": {
        "clkTransAtPathRegs_ns": 0.05,
        "cts_made_buffers": 3,
        "clockRootBuffer": "clkbuf_4",
        "clk_path_buf_depth": 2,
        "cts_max_level": 1,
        "cts.sinks": 12,
        "cts_tree": "built",
        "clkLatencyLatePin_ns": 0.27,
        "cts_hold_buffers": 0,
    },
    "timing": {
        "slew-limit-headroom_pct": 83.83,
        "worstMarginPinSlew_ns": 0.2406,
        "rsz0062_at_grt": "yes",
        "maxSlewViolCount": 0,
        "setup-violations-final": 12,
        "finalSetupTns_ns": -0.5848,
        "hold_viol": 0,
        "setup_ws_ns": -0.05879,
        "fin_skew_ns": 0.0009894,
    },
    "route": {
        "detail-route-antenna-nets": 0,
        "drc_errors": 0,
        "routed_wl_um": 1085,
        "antenna_cells_inserted": 0,
        "wl_per_cell_um": 8.893,
        "drt-initial-drc-count": 5,
        "dr.pass1.iters": 4,
        "via_per_inst": 3.131,
        "vias": 382,
    },
    "synth": {
        "synth_seq_share_pct": 59.70,
        "syn_area_per_cell_um2": 11.98,
        "ys_types": 12,
        "yosysWarningCount": 1,
        "numSynthFlops": 12,
        "yosys_cells": 42,
        "ys_chip_area_um2": 503.0,
        "synthCells": 42,
        "synth_area_um2": 503.0,
    },
    "placed_design": {
        "place_area_um2": 788.3,
        "port_buffers": 13,
        "hpwl_um": 917.8,
        "gp_congestion": 0.7752,
    },
    "die": {
        "core.rowCount": 21,
        "die-area_mm2": 0.006400,
        "die-height_um": 80,
        "die_w_um": 80,
        "core_area_mm2": 0.003416,
        "ios": 14,
        "fp_util_pct": 14.73,
    },
    "layout": {
        "reg.largest.list": "d (12)",
        "regMostFlops": "d",
        "mostFrequentLayoutCells": "17 x buf_4, 12 x dfrtn_1, 12 x buf_2",
        "drive_gt1_share_pct": 47.37,
        "utilization_pct": 23.26,
        "areaGrowthSynthToFinish_pct": 57.96,
        "fill_cells": 380,
        "postLayoutCellArea_um2": 794.5,
        "layout_top_cell": "buf_4",
        "largest_register_ffs": 12,
    },
    "job": {
        "warnings": 27,
        "cap_viol_max_count": 0,
    },
    "worst_hold_path": {
        "hold_path_class": "flop to flop",
    },
    "run_status": {
        "outcome": "finished with violations",
        "failed_checks": "setup timing",
    },
}
Yosys cell counts:
cell	count	area share (%)
xnor2_1	4	7.0
xor2_1	6	10
nand3_1	3	3.0
nor4_2	1	2.5
dfrtn_1	12	60
inv_1	4	3.0
nor2_1	3	2.2
nand4_2	1	2.5
nand2_1	3	2.2
nand3_2	1	2.0
ha_1	1	2.5
nor3_1	3	3.0
cell type report:
cell class	instances	area, µm²	area share, %
inverters	4	15.01	1.890
clock buffers	4	36.28	4.567
multi-input cells	26	187.7	23.62
well taps	46	57.56	7.244
flip-flops and latches	12	300.3	37.80
repair buffers	30	197.7	24.88
tightest hold or removal path, cell delays in order (launching register included):
cell     delay [ns]
dfrtn_1        0.34
buf_4          0.14
inv_1          0.05
kinds of logic after synthesis:
| group | synth area share [%] |
|---|---|
| flops | 59.70 |
| fa+ha+maj | 2.487 |
| simple gates | 17.41 |
| xor+xnor | 17.41 |
| buf+inv | 2.984 |
metal layers:
layer  part of all wire (%)  vias to the layer above  global-route usage, %
met5                      0                        -                      0
met4                      0                        0                      0
met3                    7.7                        0                  2.386
met2                     42                        9                  5.056
met1                     50                      171                  4.524
li1                       -                      202                      -
worst min path at each step:
stage	start	depth (start not counted)	to	slack [ns]
after CTS	d[0]	2	d[0]	0.45
after global routing	d[0]	2	d[0]	0.47
final	d[0]	2	d[0]	0.44
power groups by stage:
stage / sequential, µW / clock (µW) / combinational, µW
4_1_cts: 203 / 164 / 8.27
5_1_grt: 203 / 173 / 9.42
6_report: 203 / 154 / 7.86
per-stage QoR:
stage                     worst slack (ns)  instances  hold WS, ns  total power, µW
after CTS                         -0.07681        120       0.4484            375.1
after detailed placement           -0.1658        114       0.4461            215.2
final                             -0.05879        122       0.4412            365.3
after global routing               -0.1145        122       0.4745            385.6
after global placement             -0.1576        114       0.4397            215.1
after floorplan                     0.2693         42       0.3283            210.0
timing repair:
item                                    4_1_cts  5_1_grt
endpoints found under the hold margin         0        0
setup buffers                                 2        2
gates resized                                36        0
endpoints found under the setup margin       12       12
cloned                                        0        0
Power figures rest on the tool's default switching activity, not on a simulated workload.
