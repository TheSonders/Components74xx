==> flow/design.v <==
module HC574CLK(
    input wire clk,
    input wire p2,p3,p4,p5,p6,p7,p8,p9,
	input wire p1,p11,
	output wire p19,p18,p17,p16,p15,p14,p13,p12
);
reg [7:0] d;
reg prev_p11=1;
assign {p12,p13,p14,p15,p16,p17,p18,p19}= (p1)?8'bZZZZZZZZ:d;
always @(posedge clk) begin
    prev_p11<=p11;
    if (~prev_p11 & p11)         
        d<={p9,p8,p7,p6,p5,p4,p3,p2};
end
endmodule
==> flow/run.sh <==
#!/bin/bash
# OpenROAD 26Q1-2900-gdf79404cd8, Yosys 0.63+post, stock flow scripts
make -C /OpenROAD-flow-scripts/flow DESIGN_CONFIG=/design/flow/config.mk WORK_HOME=/design/flow/orfs finish
==> flow/config.mk <==
export PLATFORM = sky130hd
export DESIGN_NAME = HC574CLK
export DESIGN_NICKNAME = HC574CLK
export VERILOG_FILES = /design/flow/design.v
export SDC_FILE = /design/flow/constraint.sdc
export NUM_CORES = 4
export LEC_CHECK = 1
export CORE_AREA = 10 10 70 70
export DIE_AREA = 0 0 80 80
==> flow/constraint.sdc <==
current_design HC574CLK

set clk_period 2.2
set clk_io_pct 0.2

create_clock -name clk0 -period $clk_period [get_ports {clk}]

set non_clock_inputs [all_inputs -no_clocks]
set_input_delay [expr $clk_period * $clk_io_pct] -clock clk0 $non_clock_inputs
set_output_delay [expr $clk_period * $clk_io_pct] -clock clk0 [all_outputs]
==> metrics.csv <==
stage;metric;value;unit
clock_network;clock sinks;9;
final_timing;Worst slew margin;83.42;%
logic_synthesis;YS chip area;274.0;um^2
clock_network;clk slew on worst S/H paths;60;ps
finish;most frequent logic cells in the routed design;clkdlybuf4s50_1, edfxtp_1, clkbuf_4;
detailed_routing;first-pass iteration count of the detailed router;2;
worst_setup_path;R2R setup slack;1320;ps
logic_synthesis;main logic family after synthesis;simple AND/OR/NAND/NOR gates;
detailed_routing;DRT Wirelength;620;um
clock_network;CTS buffer count;3;
detailed_routing;Routed WL per cell;8.052;um
floorplanning;I/O pin count;19;
clock_network;CTS tree;yes;
grt;GR Overflow Total;0;
final_timing;Worst Max-Slew Pin Slew;248.2;ps
logic_synthesis;ys cells;10;
worst_setup_path;critical path class;reg2out;
logic_synthesis;Top-area cell share;87.67;%
detailed_routing;DRC errors left;0;
clock_network;clk buf depth;2;
detailed_routing;met3 WL post-DR;29;um
logic_synthesis;aoi share;0;%
logic_synthesis;mux share;0;%
placed_design;pre-CTS WS;661.9;ps
run;max cap viols;0;
logic_synthesis;xor/xnor share;0;%
final_timing;Peak Freq;677.2;MHz
finish;comb. cell area;13.76;um^2
floorplanning;Die Span X;80;um
floorplanning;Die Size;0.006400;mm^2
logic_synthesis;Synth area leaders;edfxtp_1, dfxtp_1, nor2b_4;
finish;layout cells sized above 1;12.90;%
floorplanning;core area;0.003416;mm^2
floorplanning;fp_density;8.022;%
logic_synthesis;AND/OR/NAND/NOR Cells, Area Fraction;5.023;%
placed_design;PortBufs;17;
final_timing;hold_ws;614.5;ps
grt;vias in the first global route;201;
finish;sequential cell area;260.3;um^2
grt;largest net degree at the start of global routing;9;
worst_setup_path;CP cell instances;clkdlybuf4s50_1;
logic_synthesis;count of different cell masters after synthesis;3;
final_timing;clk_skew;1.135;ps
worst_setup_path;CP endpoint kind;output pin;
clock_network;post-CTS setup buffer count;0;
clock_network;clock latency (worst-skew pair);250;ps
worst_setup_path;crit path buf inv count;1;
logic_synthesis;Syn. warnings;2;
worst_setup_path;CP Launch Type;flip-flop;
detailed_routing;Vias/cell;2.234;
floorplanning;Cell Rows;21;
final_timing;Tcrit/Tclk final;67.12;%
clock_network;hold_buf cts;0;
detailed_routing;DR iter-0 viols;1;
finish;most frequent logic cell in the layout;clkdlybuf4s50_1;
logic_synthesis;Syn Area/Cell;27.40;um^2
detailed_routing;antenna-violating nets left;0;
worst_setup_path;CP Max Fanout;1;
worst_setup_path;critical path's largest stage delay;460;ps
status;outcome;finished, final reports clean;
worst_setup_path;Worst EP required;1760;ps
worst_setup_path;Arr. time, crit path;1040;ps
clock_network;CTS resizes;0;
finish;Fillers;388;
floorplanning;Die Ht;80;um
final_timing;Final setup viols;0;
min_path;Worst Hold Class;reg2reg;
final_timing;Final TNS setup;0;ps
finish;Area Growth Syn to Fin;92.69;%
power;maximum VDD drop;0.08502;mV
run;tool warnings;26;
grt;GRT Overall Usage;1.919;%
final_timing;final count of pins violating max slew;0;
final_timing;post-route worst setup slack;723.4;ps
logic_synthesis;Adder Share, Synth;0;%
final_timing;fin crit period;1477;ps
detailed_routing;Top Layer Used;met4;
final_timing;RSZ-0062 raised after global routing;no;
detailed_routing;via count;172;
detailed_routing;diode count;0;
placed_design;RePlAce Congestion;0.6093;
logic_synthesis;Synthesized registers;9;
logic_synthesis;cell type with the largest total area;edfxtp_1;
final_timing;Final Hold Viols;0;
worst_setup_path;Slowest-stage cell, CP;clkdlybuf4s50_1;
clock_network;clk root buf;clkbuf_4;
placed_design;DP HPWL;545.7;um
worst_setup_path;Top Family by Delay on Critical Path;buffers and inverters;
logic_synthesis;mapped cell area;274.0;um^2
clock_network;H-tree Lvls;1;
power;Leak;0.1723;nW
grt;first-pass GRT wire length;966;um
power;Power per Cell Area;656.1;mW/mm^2
detailed_routing;met2 wire length;406;um
detailed_routing;met1 wire length;167;um
logic_synthesis;register share after synthesis;94.98;%
grt;initial antenna violation count;0;
logic_synthesis;Mapped Cells;10;
==> flip-flops by register name, summed over array words and instances, names as in the netlist <==
| signal | count |
|---|---|
| prev_p11 | 1 |
| d | 8 |
==> cells in the mapped netlist <==
master / n
dfxtp_1: 1
nor2b_4: 1
edfxtp_1: 8
==> report_power, final <==
group          leakage, nW  internal [mW]  switching [mW]
Sequential          0.0835          0.194         0.00222
Combinational       0.0738         0.0241         0.00540
Clock               0.0150         0.0694          0.0508
Total                0.172          0.288          0.0584
==> through the flow <==
stage / power (mW) / utilization, % / area [um^2] / std cells
finish: 0.3464 / 15.46 / 528.0 / 77
global route: 0.3653 / 15.46 / 528.0 / 77
CTS: 0.3543 / 15.46 / 528.0 / 77
detailed placement: 0.2307 / 14.69 / 501.7 / 73
global placement: 0.2304 / 14.69 / 501.7 / 73
floorplan: 0.2022 / - / 274.0 / 10
==> final timing paths <==
kind,from,endpoint,cells after the start
worst max-delay path,d[7],p12,1
worst max register to register,prev_p11,d[5],1
worst min-delay path,prev_p11,d[4],1
worst min register to register,prev_p11,d[4],1
==> logic make-up (layout without fill, tap and decap cells) <==
group,Yosys count,count (layout)
flops,9,9
simple gates,1,1
buf+inv,0,21
==> routing by layer <==
| layer | GRT usage [%] | vias to the layer above |
|---|---|---|
| met1 | 1.507 | 88 |
| li1 | - | 79 |
| met5 | 0 | - |
| met3 | 1.136 | 2 |
| met2 | 3.612 | 3 |
| met4 | 0.8803 | 0 |
==> area by class of cell <==
class / instances / share of cell area, %
Tap cell: 46 / 10.90
Sequential cell: 9 / 49.29
Timing Repair Buffer: 17 / 32.23
Clock buffer: 4 / 4.976
Multi-Input combinational cell: 1 / 2.607
Power and IR drop assume default switching activity.
